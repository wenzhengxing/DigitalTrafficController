### ./config.mk
export PLATFORM = sky130hd
export DESIGN_NAME = DECODE7
export DESIGN_NICKNAME = DECODE7
export VERILOG_FILES = /design/flow/design.v
export SDC_FILE = /design/flow/constraint.sdc
export NUM_CORES = 4
export LEC_CHECK = 1
export CORE_AREA = 10 10 70 70
export DIE_AREA = 0 0 80 80
### ./constraint.sdc
current_design DECODE7

set clk_period 1.1
set clk_io_pct 0.2

create_clock -name clk0 -period $clk_period

set non_clock_inputs [all_inputs -no_clocks]
set_input_delay [expr $clk_period * $clk_io_pct] -clock clk0 $non_clock_inputs
set_output_delay [expr $clk_period * $clk_io_pct] -clock clk0 [all_outputs]
### ./design.v
`timescale 1ns / 1ps
module DECODE7(D7_IN, D7_OUT);
	input[3:0] D7_IN;             
	output[7:0] D7_OUT;           
	reg[7:0] D7_OUT;
	always @(D7_IN) begin
		case(D7_IN)		
		4'b0000:D7_OUT <= 8'b00000011;
		4'b0001:D7_OUT <= 8'b10011111;
		4'b0010:D7_OUT <= 8'b00100101;
		4'b0011:D7_OUT <= 8'b00001101;
		4'b0100:D7_OUT <= 8'b10011001;
		4'b0101:D7_OUT <= 8'b01001001;
		4'b0110:D7_OUT <= 8'b01000001;
		4'b0111:D7_OUT <= 8'b00011011;
		4'b1000:D7_OUT <= 8'b00000001;
		4'b1001:D7_OUT <= 8'b00001001;
		default: D7_OUT <= 8'b00000011;
		endcase
	end
endmodule
### ./run.sh
#!/bin/bash
# OpenROAD 26Q1-2900-gdf79404cd8, Yosys 0.63+post, stock flow scripts
make -C /OpenROAD-flow-scripts/flow DESIGN_CONFIG=/design/flow/config.mk WORK_HOME=/design/flow/orfs finish
==> metrics.cfg <==
[routing]
dr.pass1.iters=3
diodes=0
vias_per_cell=2.34
vias=201
drtIter0Drc=1
antenna_left=0
drc=0
wirelength_um=700
post_drt_wl_per_cell_um=8.14

[global_routing]
busiest_layer=met2
grt_pass1_vias=213
grt.overflow.total=0
grtUsageTotal=0.0205
antenna_found_initial=0
use_met3=0
met2_usage=0.0514
grt_max_degree=7
grt_pass1_wl_mm=1.05
use_met1=0.0165

[final_timing]
grt_setup_unrepaired=yes
finalCriticalPeriod_ns=1.14
period_used_share=1.03
final.setup.worst_slack_ns=-0.0379
tns_ns=-0.112
max_freq_mhz=879
setup_violations=4
drv_slew=0
finalHoldViolations=0

[status]
status=finished with violations
violations=negative setup slack

[cells_and_area]
fin_util=0.122
n_clock_buffer=0
lay_top_count=buf_2
drive_gt1_frac=0.725
fill_cells=395
seq_area_um2=0
fin_area_um2=415
layout_top_cells=buf_2, buf_4, nor2_1, ha_2, buf_6
syn2layout_area_growth_pct=116
seq_cells=0

[setup_path]
path_max_fanout=3
crit_arrival_ns=0.92
criticalPathCategory=primary input to output pin
critPathLaunchType=primary input
end_kind=output pin
cp_data_required_time_ns=0.88

[placement]
gp_congestion=0.760
dpl.hpwl_um=575
pre_cts_ws_ns=-0.964
io_buffers=11
placed_area_um2=379

[synthesis]
ys_chip_area_um2=193
ys_seq_frac=0
synth_cells=24
ys.warnings.count=1
ys_types=15
postSynthAreaPerCell_um2=8.03
synth_stat.cells=24
synthesis.area_um2=193

[floorplanning]
rows=21
fp_util=0.0564
die_h_um=80
die_w_um=80
core_region_area_mm2=0.00342
ios=12
die_area_mm2=0.00640

[min_path]
hp-class=primary input to output pin

[flow_run]
warning_count=38
drv_cap=0

[power]
ir_drop_mv=0.0306
powerDensity_mw_per_mm2=297
leakagePower_uw=0.000184

critical path: stages:
cell	delay [ns]
buf_8	0.10
buf_6	0.11
ha_4	0.15
mux2i_1	0.13
o22ai_1	0.09
buf_2	0.12
logic make-up after synthesis:
logic type / Yosys count / synth area share
other: 1 / 0.0195
xor gates and xnor gates: 1 / 0.0455
muxes: 2 / 0.104
adders and majority gates: 5 / 0.325
and+or+nand+nor: 7 / 0.214
buffers and inverters: 5 / 0.175
AOI/OAI and AO/OA: 3 / 0.117
what timing repair did:
| action | CTS | global route |
|---|---|---|
| pin swaps | 6 | 2 |
| cloned | 1 | 0 |
| setup buffers | 1 | 0 |
| hold buffers | 0 | 0 |
| setup endpoints to repair | 7 | 7 |
| gates resized | 59 | 2 |
where the power goes:
group	switching [µW]	internal [µW]
sequential	0	0
combinational	50.6	72.8
clock	0	0
synth_stat cells:
cell,count,share of area
a211oi_1,1,0.039
buf_4,2,0.078
buf_6,1,0.058
conb_1,1,0.019
ha_1,5,0.32
inv_1,2,0.039
mux2i_1,2,0.10
nand2_1,1,0.019
nand2b_4,1,0.071
nor2_1,3,0.058
nor3_1,1,0.026
nor3b_1,1,0.039
o22a_1,1,0.045
o22ai_1,1,0.032
xnor2_1,1,0.045
path summary, 6_finish.rpt:
| kind | startpoint | end | slack [ns] | cells after the start |
|---|---|---|---|---|
| max | D7_IN[0] | D7_OUT[3] | -0.04 | 6 |
| min | D7_IN[3] | D7_OUT[4] | 0.79 | 3 |
cell type report:
type | count | area [µm²] | area share
Inverter | 2 | 12.5 | 0.0301
Multi-Input combinational cell | 19 | 201 | 0.485
Tap cell | 46 | 57.6 | 0.139
Timing Repair Buffer | 19 | 144 | 0.346
stage by stage:
stage / total power, µW / std cells / hold slack [ns]
6_report: 123 / 86 / 0.788
5_1_grt: 135 / 86 / 0.807
4_1_cts: 123 / 86 / 0.792
3_5_place_dp: 116 / 84 / 1.51
3_3_place_gp: 114 / 84 / 1.51
2_1_floorplan: 48.7 / 24 / 0.570
per-layer routing:
metal,routed length [µm],vias to the layer above
met3,0,0
met2,489,0
li1,-,109
met5,0,-
met1,210,92
met4,0,0
Power figures rest on the tool's default switching activity, not on a simulated workload.
